**/design/flow/constraint.sdc**
```tcl
current_design AHBLite_APB_Bridge

set clk_period 3.9
set clk_io_pct 0.2

create_clock -name clk0 -period $clk_period [get_ports {HCLK}]
create_clock -name clk1 -period $clk_period [get_ports {PCLK}]

set non_clock_inputs [all_inputs -no_clocks]
set_input_delay [expr $clk_period * $clk_io_pct] -clock clk0 $non_clock_inputs
set_output_delay [expr $clk_period * $clk_io_pct] -clock clk0 [all_outputs]
```
**/design/flow/run.sh**
```bash
#!/bin/bash
# OpenROAD 26Q1-2900-gdf79404cd8, Yosys 0.63+post, stock flow scripts
make -C /OpenROAD-flow-scripts/flow DESIGN_CONFIG=/design/flow/config.mk WORK_HOME=/design/flow/orfs finish
```
**/design/flow/config.mk**
```make
export PLATFORM = sky130hd
export DESIGN_NAME = AHBLite_APB_Bridge
export DESIGN_NICKNAME = AHBLite_APB_Bridge
export VERILOG_FILES = /design/flow/design.v
export SDC_FILE = /design/flow/constraint.sdc
export NUM_CORES = 4
export LEC_CHECK = 1
export CORE_UTILIZATION = 40
```
**/design/flow/design.v**
```verilog
interface intf_0(input logic HRESETn,HCLK);
	logic HSEL;
	logic [31:0] HADDR;
	logic [31:0] HWDATA;
	logic [31:0] HRDATA;
	logic HWRITE;
  	logic Hreadyout;
  	logic Hreadyin;
	logic [2:0] HSIZE;
	logic [2:0] HBURST;
	logic [3:0] HPROT;
	logic [1:0] HTRANS;
	logic HMASTERLOCK;
endinterface
interface intf_1(input logic PRESETn,PCLK);
	logic PSEL;
	logic PENABLE;
	logic [2:0] PPROT;
	logic PWRITE;
	logic [3:0] PSTRB;
	logic [31:0] PADDR;
	logic [31:0] PWDATA;
	logic [31:0] PRDATA;
	logic PREADY;
	logic PSLVERR;
endinterface
module AHBLite_APB_Bridge #(
  parameter ADDR_WIDTH = 32,
  parameter DATA_WIDTH = 32
)
(
  input                           HRESETn,
  input                           HCLK,
  input                           HSEL,
  input      [ADDR_WIDTH-1:0]     HADDR,   
  input      [DATA_WIDTH-1:0]     HWDATA,  
  input                           HWRITE,
  input      [2:0]                HSIZE,
  input      [2:0]                HBURST, 
  input      [3:0]                HPROT, 
  input      [1:0]                HTRANS,
  input                           HMASTERLOCK, 
  input                           HREADYIN,
  output reg                      HREADYOUT,
  output reg [DATA_WIDTH-1:0]     HRDATA,
  output reg                      HRESP,
  input                           PRESETn,
  input                           PCLK,
  output reg                      PSEL,
  output reg                      PENABLE,
  output     [2:0]                PPROT,
  output reg                      PWRITE,
  output reg [(DATA_WIDTH/8)-1:0] PSTRB,
  output reg [ADDR_WIDTH-1:0]     PADDR,
  output reg [DATA_WIDTH-1:0]     PWDATA,
  input      [DATA_WIDTH-1:0]     PRDATA,
  input                           PREADY,
  input                           PSLVERR
);
parameter ST_AHB_IDLE     = 2'b00,
          ST_AHB_TRANSFER = 2'b01,
          ST_AHB_ERROR    = 2'b10;
reg  [1:0]            ahb_state;
wire                  ahb_transfer;
reg                   apb_treq;
reg                   apb_treq_toggle;
reg  [2:0]            apb_treq_sync;
wire                  apb_treq_pulse;
reg                   apb_tack;
reg                   apb_tack_toggle;
reg  [2:0]            apb_tack_sync;
wire                  apb_tack_pulse;
reg                   apb_tack_pulse_Q1;
reg  [ADDR_WIDTH-1:0] ahb_HADDR;
reg                   ahb_HWRITE;
reg  [2:0]            ahb_HSIZE;
reg  [DATA_WIDTH-1:0] ahb_HWDATA;
reg                   latch_HWDATA;
reg  [DATA_WIDTH-1:0] apb_PRDATA;
reg                   apb_PSLVERR;
reg  [DATA_WIDTH-1:0] apb_PRDATA_HCLK;
reg                   apb_PSLVERR_HCLK;
assign ahb_transfer = (HSEL & HREADYIN & (HTRANS == 2'b10 || HTRANS == 2'b11)) ? 1'b1 : 1'b0;
always@(posedge HCLK or negedge HRESETn)begin
  if(!HRESETn)begin      
    HREADYOUT  <= 1'b1;   
    HRESP      <= 1'b0;   
    HRDATA     <=  'd0;   
    ahb_HADDR  <=  'd0;    
    ahb_HWRITE <= 1'b0;    
    ahb_HSIZE  <=  'd0;    
    ahb_state  <= ST_AHB_IDLE;   
    apb_treq   <= 1'b0;  
  end else begin
    apb_treq   <= 1'b0;  
    case (ahb_state)
      ST_AHB_IDLE : begin     
        HREADYOUT  <= 1'b1;  
        HRESP      <= 1'b0;
        ahb_HADDR  <= HADDR;   
        ahb_HWRITE <= HWRITE;   
        ahb_HSIZE  <= HSIZE;    
        if(ahb_transfer)begin     
          ahb_state <= ST_AHB_TRANSFER;   
          HREADYOUT <= 1'b0;    
          apb_treq  <= 1'b1;    
        end
      end
      ST_AHB_TRANSFER : begin    
        HREADYOUT <= 1'b0;       
        if(apb_tack_pulse_Q1)begin   
          HRDATA <= apb_PRDATA_HCLK;   
          if(apb_PSLVERR_HCLK)begin   
            HRESP     <= 1'b1;        
            ahb_state <= ST_AHB_ERROR;  
          end else begin
            HREADYOUT <= 1'b1;   
            HRESP     <= 1'b0;   
            ahb_state <= ST_AHB_IDLE;  
          end
        end
      end
      ST_AHB_ERROR : begin   
        HREADYOUT <= 1'b1;   
        ahb_state <= ST_AHB_IDLE;  
      end
      default: begin
        ahb_state <= ST_AHB_IDLE;  
      end
    endcase
  end
end
always@(posedge HCLK or negedge HRESETn)begin
  if(!HRESETn)begin  
    ahb_HWDATA   <=  'd0;   
    latch_HWDATA <= 1'b0;   
  end else begin
    if(ahb_transfer && HWRITE) latch_HWDATA <= 1'b1;   
    else                       latch_HWDATA <= 1'b0;   
    if(latch_HWDATA)begin 
      ahb_HWDATA <= HWDATA; 
    end 
  end
end
always@(posedge HCLK or negedge HRESETn)begin
  if(!HRESETn)begin
    apb_treq_toggle <= 1'b0;
  end else begin
    if(apb_treq) apb_treq_toggle <= ~apb_treq_toggle;  
  end
end
always@(posedge PCLK or negedge PRESETn)begin
  if(!PRESETn)begin
     apb_treq_sync  <=  'd0;  
  end else begin
    apb_treq_sync <= {apb_treq_sync[1:0], apb_treq_toggle};  
  end
end
  assign apb_treq_pulse = apb_treq_sync[2] ^ apb_treq_sync[1];  
reg                   apb_treq_pulse_Q1;
reg  [ADDR_WIDTH-1:0] ahb_HADDR_PCLK;
reg                   ahb_HWRITE_PCLK;
reg  [2:0]            ahb_HSIZE_PCLK;
reg  [DATA_WIDTH-1:0] ahb_HWDATA_PCLK;
always@(posedge PCLK or negedge PRESETn)begin
  if(!PRESETn)begin
    apb_treq_pulse_Q1 <= 0;
    ahb_HADDR_PCLK    <= 0;
    ahb_HWRITE_PCLK   <= 0;
    ahb_HSIZE_PCLK    <= 0;
    ahb_HWDATA_PCLK   <= 0;
  end else begin
    apb_treq_pulse_Q1 <= apb_treq_pulse;
    if(apb_treq_pulse)begin
      ahb_HADDR_PCLK  <= ahb_HADDR;
      ahb_HWRITE_PCLK <= ahb_HWRITE;
      ahb_HSIZE_PCLK  <= ahb_HSIZE;
      ahb_HWDATA_PCLK <= ahb_HWDATA;
    end
  end
end
reg [(DATA_WIDTH/8)-1:0] lcl_PSTRB;
reg [1:0] apb_state;
parameter ST_APB_IDLE   = 2'b00,
          ST_APB_START  = 2'b01,
          ST_APB_ACCESS = 2'b10;
always@(posedge PCLK or negedge PRESETn)begin
  if(!PRESETn)begin
    apb_state   <= ST_APB_IDLE;
    PADDR       <=  'd0;
    PSEL        <=  'b0;
    PENABLE     <=  'b0;
    PWRITE      <=  'b0;
    PWDATA      <=  'b0;
    PSTRB       <=  'd0;
    apb_PSLVERR <= 1'b0;
    apb_tack    <= 1'b0;
    apb_PRDATA  <=  'd0;
  end else begin
    apb_tack    <= 1'b0;
    case (apb_state)
      ST_APB_IDLE: begin
        PSEL    <= 'b0;
        PENABLE <= 'b0;
        PWRITE  <= 'b0;
        if(apb_treq_pulse_Q1)begin
          apb_state <= ST_APB_START;
          PADDR     <= {ahb_HADDR_PCLK[ADDR_WIDTH-1:DATA_WIDTH/8], {{(DATA_WIDTH/8)}{1'b0}}};
          PSTRB     <= lcl_PSTRB;
          PSEL      <= 'b1;
          PWRITE    <= ahb_HWRITE_PCLK;
          PWDATA    <= ahb_HWDATA_PCLK;
        end
      end
      ST_APB_START: begin
        apb_state <= ST_APB_ACCESS;
        PSEL      <= 'b1;
        PENABLE   <= 'b1;
      end
      ST_APB_ACCESS: begin
        PENABLE <= PENABLE;
        PWRITE  <= PWRITE;
        if(PREADY)begin
          apb_state   <= ST_APB_IDLE;
          apb_tack    <= 1'b1;
          apb_PRDATA  <= PRDATA;
          PSEL        <= 'b0;
          PENABLE     <= 'b0;
          apb_PSLVERR <= PSLVERR;
        end
      end
    endcase
  end
end
always@(posedge PCLK or negedge PRESETn)begin
  if(!PRESETn)begin
    apb_tack_toggle <= 1'b0;
  end else begin
    if(apb_tack) apb_tack_toggle <= ~apb_tack_toggle;
  end
end
always@(posedge HCLK or negedge HRESETn)begin
  if(!HRESETn)begin
    apb_tack_sync <= 'd0;
  end else begin
    apb_tack_sync <= {apb_tack_sync[1:0], apb_tack_toggle};
  end
end
assign apb_tack_pulse = apb_tack_sync[2] ^ apb_tack_sync[1];
always@(posedge HCLK or negedge HRESETn)begin
  if(!HRESETn)begin
    apb_tack_pulse_Q1 <= 0;
    apb_PRDATA_HCLK   <= 0;
    apb_PSLVERR_HCLK  <= 0;
  end else begin
    apb_tack_pulse_Q1 <= apb_tack_pulse;
    if(apb_tack_pulse)begin
      apb_PRDATA_HCLK  <= apb_PRDATA;
      apb_PSLVERR_HCLK <= apb_PSLVERR;
    end
  end
end
reg [127:0] pstrb;
reg [6:0]   addr_mask;
always@(*)begin
  case(DATA_WIDTH/8)
    'd0: addr_mask <= 'h00;
    'd1: addr_mask <= 'h01;
    'd2: addr_mask <= 'h03;
    'd3: addr_mask <= 'h07;
    'd4: addr_mask <= 'h0f;
    'd5: addr_mask <= 'h1f;
    'd6: addr_mask <= 'h3f;
    'd7: addr_mask <= 'h7f;
  endcase
  case(ahb_HSIZE)
    'd1:     pstrb <= 'h3;
    'd2:     pstrb <= 'hf;
    'd3:     pstrb <= 'hff;
    'd4:     pstrb <= 'hffff;
    'd5:     pstrb <= 'hffff_ffff;
    'd6:     pstrb <= 'hffff_ffff_ffff_ffff;
    'd7:     pstrb <= 'hffff_ffff_ffff_ffff_ffff_ffff_ffff_ffff;
    default: pstrb <= 'h1;
  endcase
end
always@(posedge HCLK or negedge HRESETn)begin
  if(!HRESETn)begin
    lcl_PSTRB <= 0;
  end else begin
    lcl_PSTRB <= pstrb[DATA_WIDTH/8-1:0] << (ahb_HADDR & addr_mask);
  end
end
endmodule
```
==> results.rst <==
Physical design figures
=======================

.. list-table::
   :header-rows: 1

   * - Metric
     - Value
   * - Result of the run
     - finished, final reports clean
   * - Detailed-route vias per instance
     - 4.79
   * - Share of cells above drive strength 1
     - 38.5%
   * - Timing startpoint of the critical path
     - HREADYOUT$_DFFE_PN1P_
   * - Crit-path cells
     - clkdlybuf4s50_1
   * - CP bufs+invs
     - 1
   * - Critical path start-end classification
     - reg2out
   * - Congestion Overflow GR
     - 0
   * - Worst-case reg-to-reg path depth
     - 2
   * - Worst setup EP type
     - primary output
   * - Cell with the most instances after synthesis
     - sky130_fd_sc_hd__dfrtp_1
   * - Filler-free cell count of the finished design
     - 1330
   * - Drt total wl
     - 24000 µm
   * - Reg area
     - 0.00799 mm²
   * - Clock-pin slew on the worst setup and hold paths
     - 0.08 ns
   * - Total power of the final layout
     - 13.1 mW
   * - Crit path depth
     - 1
   * - Largest net degree at the start of global routing
     - 111
   * - Final estimated routing congestion in global placement
     - 0.765
   * - Pre-Place Util
     - 40.9%
   * - Number of warnings issued by yosys
     - 4
   * - Post-synth regs
     - 319
   * - Sink Count
     - 319
   * - EDFF count, synth
     - 0
   * - Crit path max fanout
     - 2
   * - Arrival @ worst endpoint
     - 1.43 ns
   * - Number of warnings the tools reported
     - 37
   * - Count of unresolved DRC violations after routing
     - 0
   * - Destination of the critical timing path
     - HREADYOUT
   * - Die area
     - 0.0302 mm²
   * - Number of setup violations in the final report
     - 0
   * - CP required
     - 3.12 ns
   * - Via total after detailed routing
     - 6374
   * - Detail Placement HPWL
     - 14400 µm
   * - Post-synth top flop
     - sky130_fd_sc_hd__dfrtp_1
   * - Max-slew headroom
     - 56.9%
   * - Layout area overhead
     - 31.0%
   * - Chip Height
     - 174 µm
   * - Area leader, netlist
     - sky130_fd_sc_hd__dfrtp_1
   * - Die span in x
     - 174 µm
   * - Longest individual stage delay on the worst path
     - 0.53 ns
   * - Clock tree from TritonCTS
     - done
   * - Synth Area per Inst
     - 17.0 µm²
   * - Vias in the first global route
     - 6978
   * - PD cells
     - 849 mW/mm²
   * - Unrepaired setup endpoints after global routing
     - no
   * - Top-area cell share
     - 67.0%
   * - Top cell types by occurrence after synthesis
     - 316 x sky130_fd_sc_hd__dfrtp_1, 282 x sky130_fd_sc_hd__mux2_2, 17 x sky130_fd_sc_hd__buf_2
   * - Post-CTS Hold Fix Bufs
     - 0
   * - Transition time at the pin with the least slew margin
     - 0.647 ns
   * - Antenna Cells
     - 0
   * - Sort of element at the start of the critical path
     - flip-flop
   * - Post-synth ARST share
     - 100%
   * - Crit Reg-Reg Endpoint
     - ahb_HADDR[18]$_DFFE_PN0P_
   * - Worst VDD drop
     - 385 µV
   * - Pre-Repair DR Iteration Count
     - 4
   * - Number of nets with antenna violations after detailed routing
     - 0
   * - Number of cells after detailed placement
     - 1267
   * - Mapped Cells
     - 694
   * - Core box area
     - 0.0289 mm²
   * - Max-slew violation total from the final report
     - 0
   * - Max-capacitance violation count
     - 0
   * - Post-CTS resize count
     - 0
   * - Worst path slowest cell
     - sky130_fd_sc_hd__dfstp_2
   * - Sum of negative setup slack
     - 0 ns
   * - Post-CTS setup buffer count
     - 0
   * - Final-layout fill cell count
     - 2371
   * - Family with the most delay on the worst path
     - flip-flops
   * - Synthesis area per yosys
     - 0.0118 mm²
   * - Leakage power figure
     - 6.67 nW
   * - Worst hold path class
     - in2async
   * - Startpoint of the most critical register-to-register path
     - ahb_state[0]$_DFF_PN1_
   * - Clock Skew
     - 0.0118 ns
   * - Final number of hold-violating endpoints
     - 0
   * - Multi-input combinational cell area
     - 0.00358 mm²
   * - Input/output buffers
     - 208
   * - Antenna violations before repair
     - 2
   * - Post-DR wirelength/cell
     - 18.1 µm
   * - Hold Worst Slack
     - 0.219 ns
   * - Aggregate global-route resource usage
     - 17.9%
   * - Cell count listed in synth_stat.txt
     - 694
   * - Initial detailed-routing violation count
     - 213
   * - # rows
     - 62
   * - Reg-to-reg setup timing slack
     - 2.10 ns
   * - Share of synthesized area occupied by flip-flops and latches
     - 67.7%
   * - End-of-flow core utilization
     - 53.6%
   * - Count of pins on the block boundary
     - 226
   * - Global-route wire length before repair
     - 39800 µm
   * - Cell area after synthesis
     - 0.0118 mm²
   * - Cells taking the most area after synthesis
     - sky130_fd_sc_hd__dfrtp_1 67%, sky130_fd_sc_hd__mux2_2 27%, sky130_fd_sc_hd__mux2_1 0.76%, sky130_fd_sc_hd__buf_2 0.72%, sky130_fd_sc_hd__dfstp_2 0.67%
   * - Unique masters post-synth
     - 32
==> power breakdown <==
group | switching, mW | internal (mW)
clock network | 1.60 | 1.79
logic | 1.26 | 2.80
registers | 0.793 | 4.89
==> flip-flops by register name, indices dropped and copies added, names as in the netlist, 4 cells and up <==
signal and flops:
lcl_PSTRB 4, ahb_HWDATA_PCLK 32, apb_PRDATA 32, ahb_HADDR 32, ahb_HADDR_PCLK 28, ahb_HWDATA 32, PWDATA 32, PSTRB 4
HRDATA 32, apb_PRDATA_HCLK 32, PADDR 28
==> cell type report <==
class,count,area share (%)
clock inverters,28,2.05
repair buffers,219,14.3
flip-flops and latches,319,51.7
well taps,384,3.11
multi-input cells,338,23.2
inverters,7,0.170
clock buffers,35,5.59
==> per-stage QoR <==
stage | cell area (µm²) | setup slack, ns
after floorplan | 11800 | 2.24
after global placement | 14300 | 1.62
after detailed placement | 14300 | 1.62
after CTS | 15500 | 1.64
after global routing | 15500 | 1.63
final | 15500 | 1.69
==> cell usage in the layout, fill, tap and decap left out, types with 3 or more instances in the layout <==
| master | count |
|---|---|
| sky130_fd_sc_hd__a2111oi_0 | 3 |
| sky130_fd_sc_hd__and2_1 | 3 |
| sky130_fd_sc_hd__buf_12 | 3 |
| sky130_fd_sc_hd__buf_4 | 8 |
| sky130_fd_sc_hd__clkbuf_16 | 34 |
| sky130_fd_sc_hd__clkdlybuf4s50_1 | 206 |
| sky130_fd_sc_hd__clkinv_4 | 7 |
| sky130_fd_sc_hd__clkinv_8 | 4 |
| sky130_fd_sc_hd__conb_1 | 7 |
| sky130_fd_sc_hd__dfrtp_1 | 316 |
| sky130_fd_sc_hd__dfstp_2 | 3 |
| sky130_fd_sc_hd__inv_1 | 6 |
| sky130_fd_sc_hd__inv_6 | 5 |
| sky130_fd_sc_hd__inv_8 | 9 |
| sky130_fd_sc_hd__mux2_1 | 8 |
| sky130_fd_sc_hd__mux2_2 | 282 |
| sky130_fd_sc_hd__nand2_1 | 5 |
| sky130_fd_sc_hd__nor2_1 | 4 |
| sky130_fd_sc_hd__o21ai_0 | 5 |
==> logic make-up (layout without fill, tap and decap cells) <==
group | count (synthesis) | count (layout) | share of synthesized area [%]
other | 1 | 7 | 0.0318
xor gates and xnor gates | 4 | 4 | 0.520
DFF | 319 | 319 | 67.7
and+or+nand+nor | 18 | 18 | 0.732
muxes | 291 | 291 | 27.8
AOI/OAI and AO/OA | 18 | 18 | 1.02
buffers and inverters | 43 | 289 | 2.28
==> per-layer routing <==
metal | GRT usage, % | wire length, µm | up-vias
met5 | 0 | 13 | -
met4 | 1.97 | 277 | 2
met3 | 6.78 | 1940 | 19
met2 | 25.3 | 10700 | 158
met1 | 28.7 | 11200 | 3309
li1 | - | - | 2886
==> worst min path at each step <==
stage	slack [ns]	start	depth (start not counted)	to
finish	0.22	PRESETn	1	PADDR[9]$_DFFE_PN0P_
global route	0.22	PRESETn	1	ahb_HADDR_PCLK[9]$_DFFE_PN0P_
CTS	0.21	PRESETn	1	PADDR[9]$_DFFE_PN0P_
No activity file was given, so power comes from the tool's default toggle rates.
